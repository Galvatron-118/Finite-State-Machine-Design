$ cat design.v
module string_controller(
    input wire clk, reset, start,
    input wire x_val,
    output reg y_val,
    output wire [3:0] datapath_in1, datapath_in2,
    input wire datapath_out  
);
reg [3:0] nstate, pstate;
reg [3:0] i_pstate, i_nstate;
parameter [3:0] A = 4'b0000,
                B = 4'b0001,
                C = 4'b0010,
            ERROR = 4'b0011;
always @(posedge clk, posedge reset) begin : PSR
    if(reset)
        begin
            pstate <= A;
            i_pstate <= 4'b0000;
        end
    else
        begin
            pstate <= nstate;
            i_pstate <= i_nstate;
        end
end
always @(*) begin : NSOL
    if(pstate == A)
        $monitor("pstate = A -> clk = %b, reset = %b, start = %b, x_val = %b, y_val = %b, i = %d\n", clk, reset, start, x_val, y_val, i_pstate);
    else if(pstate == B)
        $monitor("pstate = B -> clk = %b, reset = %b, start = %b, x_val = %b, y_val = %b, i = %d\n", clk, reset, start, x_val, y_val, i_pstate);
    else if(pstate == C)
        $monitor("pstate = C -> clk = %b, reset = %b, start = %b, x_val = %b, y_val = %b, i = %d\n", clk, reset, start, x_val, y_val, i_pstate);
    nstate = pstate;  
    begin : NSL 
        case(pstate)
            A : 
                begin
                    if(start)
                        begin
                            nstate = (x_val) ? B : A;
                        end
                end
            B : 
                begin
                            nstate = (x_val) ? ((datapath_out) ? C : B) : A;
                end
            C : 
                begin
                            nstate = (x_val) ? C : A;
                end
            default:        nstate = ERROR;
        endcase
    end
    begin : OL
        case(pstate)
            A : begin 
                    y_val = 1'b0;
                    i_nstate = 4'b0000;
                end
            B : begin 
                    y_val = 1'b0;
                    i_nstate = i_pstate + 1;
                end    
            C : begin 
                    y_val = 1'b1;
                    i_nstate = i_pstate + 1;
                end
            default : nstate = ERROR;
        endcase      
    end
end
assign datapath_in1 = i_pstate;
assign datapath_in2 = 4;
endmodule
module string_datapath(
    input wire [3:0] datapath_in1, datapath_in2,
    output wire datapath_out
);
assign datapath_out = datapath_in1 == datapath_in2 - 1;
endmodule
module string_top(
    input wire clk, reset, start,
    input wire a, b,
    output wire y_val
);
wire x_val;
wire [3:0] datapath_in1, datapath_in2;
wire datapath_out;
assign x_val = ~(a ^ b);
string_controller controller1(
    .clk(clk), 
    .reset(reset), 
    .start(start),
    .x_val(x_val),
    .y_val(y_val),
    .datapath_in1(datapath_in1), 
    .datapath_in2(datapath_in2),
    .datapath_out(datapath_out) 
);
string_datapath datapath1(
    .datapath_in1(datapath_in1), 
    .datapath_in2(datapath_in2),
    .datapath_out(datapath_out)
);
endmodule
$ cat run.sh
#!/bin/bash
# OpenROAD 26Q1-2900-gdf79404cd8, Yosys 0.63+post, stock flow scripts
make -C /OpenROAD-flow-scripts/flow DESIGN_CONFIG=/design/flow/config.mk WORK_HOME=/design/flow/orfs finish
$ cat config.mk
export PLATFORM = sky130hd
export DESIGN_NAME = string_top
export DESIGN_NICKNAME = string_top
export VERILOG_FILES = /design/flow/design.v
export SDC_FILE = /design/flow/constraint.sdc
export NUM_CORES = 4
export LEC_CHECK = 1
export CORE_AREA = 10 10 70 70
export DIE_AREA = 0 0 80 80
$ cat constraint.sdc
current_design string_top

set clk_period 1.2
set clk_io_pct 0.2

create_clock -name clk0 -period $clk_period [get_ports {clk}]

set non_clock_inputs [all_inputs -no_clocks]
set_input_delay [expr $clk_period * $clk_io_pct] -clock clk0 $non_clock_inputs
set_output_delay [expr $clk_period * $clk_io_pct] -clock clk0 [all_outputs]
==> flow_summary.ini <==
; synthesis and place-and-route metrics
[run_status]
status = completed

[clocking]
cts_tree = done
cts_root_buf = clkbuf_4
cts_htree_levels = 1
clk_latency_ns = 0.25
cts_made_buffers = 3
cts_resized = 0
postCtsHoldBufs = 0
cts_setup_buffers = 0
cts_buffer_depth = 2
clk_pin_slew_ns = 0.05

[sta]
max_slew.worst_pin.slew_ns = 0.5257
fin_tns_setup_ns = 0
min_period_ns = 1.029
finalSetupViolations = 0
unconstrained_endpoints = 10
slew_violations = 0
rsz0062_at_grt = no
finalClockSkew_ns = 0.001949
holdWs_ns = 0.2322
slew_headroom = 0.6468
finalClockPeriodUsage = 0.8572
clock.fmax_mhz = 972.1
hold_viol = 0
unclocked_pins = 5

[setup_path]
cp_max_fo = 3
timing.rr.start = controller1.i_pstate[0]$_DFF_PP0_
rrSetupSlack_ns = 0.17
rr_endpoint = controller1.pstate[2]$_DFF_PP0_
cp.required_ns = 1.37
crit_type = reg -> reg
crit_path_end_kind = flop
start_kind = flop
cp-endpoint = controller1.pstate[2]$_DFF_PP0_
reg2reg_depth = 3
cp_data_arrival_time_ns = 1.20
startpoint = controller1.i_pstate[0]$_DFF_PP0_

[placement]
dp_hpwl_um = 519.9
dpl-instance-area_um2 = 494.2
place_inst = 86
gp_routability_congestion = 0.7735
io_buffers = 5

[yosys]
yosys.area.top_type = dfrtp_1
yosysCellCount = 34
synth_adder_area_share = 0.03300
yosysUniqueCellTypes = 17
syn_avg_cell_area_um2 = 11.15
mux_share = 0
yosys_warnings = 4
top_area_frac = 0.3960
top_cells_by_area = dfrtp_1 (40%), dlxtn_1 (20%), dfstp_2 (6.9%)
syn_area_um2 = 379.1
syn_inst = 34
ys_chip_area_um2 = 379.1
synthSimpleGateAreaFrac = 0.1122
synth-seq-cells = 12
yosys.area_share.xor_xnor = 0.06931
ys_sh_aoi = 0.09241
logic_family = simple AND/OR/NAND/NOR gates

[pwr]
p_leak_nw = 0.2219
finalPower_uw = 544.1
powerDensity_mw_per_mm2 = 1045
vdd_drop_max_v = 0.0008241

[cells_and_area]
seqCellArea_um2 = 251.5
most-common-layout-cells = nor2_1 (6), dfrtp_1 (6), dlxtn_1 (5), clkdlybuf4s50_1 (5)
layout-drive-gt1-share = 0.1364
fillCellCount = 395
design_area_um2 = 520.5
logic_area_um2 = 116.4
area_growth_pct = 37.29
stdcell_count = 90

[floorplanning]
die_w_um = 80
rows = 21
die_y_um = 80
core_mm2 = 0.003416
fp_util = 0.1110
pin_count = 6
die_area_mm2 = 0.006400

[drt]
wirelength_um = 635
drt-pass1-iter-count = 4
ant_nets = 0
drtIter0Drc = 3
vias = 252
viasPerCell = 2.800
wire_per_inst_um = 7.056
diodes = 0
drc = 0

[global_routing]
grt_pass1_vias = 264
grt_max_degree = 8
antenna_found_initial = 0
grt_overflow = 0
grt_pass1_wl_mm = 1.255
grt.total_usage = 0.02380

[worst_hold_path]
min_path_type = in -> async

[job]
warning_count = 25
cap_violations = 0
## Yosys cell counts
library cell  count
dlxtn_1           5
nor2b_1           1
xor2_1            2
nor2_1            6
a2bb2oi_1         1
a31oi_1           1
nor3_1            1
inv_1             3
a21bo_2           1
dfstp_2           1
ha_1              1
xnor2_1           1
a21oi_1           1
dfrtp_1           6
nand2_1           1
nand3_1           1
o21ai_1           1
## sequential cells by signal, indices dropped and copies added (netlist names)
signal	count
controller1.i_nstate	4
controller1.i_pstate	4
controller1.pstate	3
controller1.y_val	1
## final cells by class
type,instances,share of cell area
Timing Repair Buffer,6,0.1106
Clock buffer,4,0.05048
Multi-Input combinational cell,19,0.2236
Tap cell,46,0.1106
Sequential cell,12,0.4832
Inverter,3,0.02163
## worst max-delay path, stage by stage, from the launching register on
cell	delay, ns
dfrtp_1	0.39
ha_1	0.25
a21bo_2	0.20
a21oi_1	0.11
## routing by layer
layer,track usage,vias to the layer above,wire [um],share of wire
met5,0,-,0,0
met4,0.003521,0,0,0
met3,0.01136,0,46,0.072
met2,0.03612,7,305,0.48
met1,0.03059,116,283,0.45
li1,-,129,-,-
## stage by stage
step	setup slack (ns)	utilization
after floorplan	0.2353	-
after global placement	-0.03707	0.1447
after detailed placement	-0.07988	0.1447
after CTS	0.1734	0.1524
after global routing	0.07646	0.1524
final	0.1713	0.1524
## worst min path at each step
| stage | slack, ns | start | cells past startpoint | endpoint |
|---|---|---|---|---|
| 6_report | 0.23 | reset | 2 | controller1.i_pstate[1]$_DFF_PP0_ |
| 5_1_grt | 0.27 | reset | 2 | controller1.i_pstate[1]$_DFF_PP0_ |
| 4_1_cts | 0.24 | reset | 2 | controller1.i_pstate[0]$_DFF_PP0_ |
## logic make-up after synthesis
kind of cell / Yosys count
XOR/XNOR: 3
AND/OR/NAND/NOR: 10
flip-flops: 7
latches: 5
adder cells (fa/ha/maj): 1
buffers and inverters: 3
AND-OR/OR-AND: 5
## power by group
part / internal (mW) / leakage (nW) / switching (mW) / total [mW]
logic: 0.0291 / 0.0750 / 0.0270 / 0.0561
clock network: 0.127 / 0.0150 / 0.0811 / 0.208
registers: 0.272 / 0.132 / 0.00821 / 0.280
Power and IR drop assume default switching activity.
